==> ./design.v <==
`timescale 1ns / 1ps
module DataMemory (
    input i_clk,
    input [31:0] i_addr,
    input [31:0] i_wData,
    input [31:0] i_ALUresult,
    input i_MemWrite,
    input i_MemRead,
    input i_MemtoReg,
    output reg [31:0] o_rData
);
  parameter SIZE_DM = 128;   
  reg [31:0] Dmem[SIZE_DM-1:0];   
  integer i;
  initial begin
    for (i = 0; i < SIZE_DM; i = i + 1) begin
      Dmem[i] = 32'b0;
    end
  end
  always @(i_addr or i_MemRead or i_MemtoReg or i_ALUresult) begin
    if (i_MemRead == 1) begin
      if (i_MemtoReg == 1) begin
        o_rData = Dmem[i_addr];
      end else begin
        o_rData = i_ALUresult;
      end
    end else begin
      o_rData = i_ALUresult;
    end
  end
  always @(posedge i_clk) begin   
    if (i_MemWrite == 1) begin
      Dmem[i_addr] = i_wData;
    end
  end
endmodule
==> ./run.sh <==
#!/bin/bash
# OpenROAD 26Q1-2900-gdf79404cd8, Yosys 0.63+post, stock flow scripts
make -C /OpenROAD-flow-scripts/flow DESIGN_CONFIG=/design/flow/config.mk WORK_HOME=/design/flow/orfs finish
==> ./config.mk <==
export PLATFORM = sky130hd
export DESIGN_NAME = DataMemory
export DESIGN_NICKNAME = DataMemory
export VERILOG_FILES = /design/flow/design.v
export SDC_FILE = /design/flow/constraint.sdc
export NUM_CORES = 4
export LEC_CHECK = 1
export CORE_UTILIZATION = 30
==> ./constraint.sdc <==
current_design DataMemory

set clk_period 79.7
set clk_io_pct 0.2

create_clock -name clk0 -period $clk_period [get_ports {i_clk}]

set non_clock_inputs [all_inputs -no_clocks]
set_input_delay [expr $clk_period * $clk_io_pct] -clock clk0 $non_clock_inputs
set_output_delay [expr $clk_period * $clk_io_pct] -clock clk0 [all_outputs]
==> results.cfg <==
; generated from flow reports
[finish]
drive_above_1_share_pct = 20.0
area_growth_pct = 15.9
largest_reg_flops = 4096
fillers = 47400

[run_status]
status = finished clean

[power]
p_leak_nw = 56.4
ir_drop_mv = 0.0197
powerDensity_mw_per_mm2 = 25.1

[setup_path]
crit_chain = buf_8 > buf_4 > buf_4 > buf_4 > buf_4 > mux4_2 > mux2i_1 > o22ai_1 > nor3_1 > and3_1 > o32ai_1 > clkdlybuf4s50_1
critical_path_arrival_ns = 22.49
critPathLaunchType = input port
max_stage_delay_ns = 0.86
crit_top_cell = buf_4
cp_max_fo = 38
crit_slowest_cell = nor3_1
cp-end-kind = primary output
crit_type = in2out
cp_data_required_time_ns = 63.76

[floorplanning]
pin_count = 132
die_y_um = 727
core_area_mm2 = 0.522
rows = 265
fp_util_pct = 30.2
die_area_mm2 = 0.528
die_w_um = 727

[yosys]
yosysCellCount = 8604
syn_inst = 8604
top_area_share_pct = 78.1
netlist_top_cells_area = edfxtp_1 78%, mux4_2 3.4%, a221oi_1 3.3%
yosys_most_used_dff = edfxtp_1
ys_warn_count = 1
edf_count = 4096
syn_area_per_cell_um2 = 18.3
ys_types = 73
postSynthSeqShare_pct = 78.1
top_area_cell = edfxtp_1
async_flop_share_pct = 0
netlist_area_mm2 = 0.157
synth_chip_area_mm2 = 0.157
ys.flops = 4096

[global_routing]
grtUsageTotal_pct = 22.1
grt_max_degree = 89
grt_first_pass_wirelength_um = 757000
grt-ovfl-total = 0
antenna_found_initial = 63
grt_pass1_vias = 96700

[timing]
finalMaxSlewViolations = 0
rsz0062_at_grt = false
hold_violations = 0
tightest_slew_ns = 1.24
period_needed_ns = 38.43
slew_headroom_pct = 17.5
max_freq_ghz = 0.0260
finalClockPeriodUsage_pct = 48.2
finalSetupViolCount = 0
hold_slack_ns = 15.19
finalSetupTns_ns = 0

[clock_network]
cts-root-buf = clkbuf_16
cts_tree = built
htree_levels = 5
cts_buffer_depth = 4
postCtsSetupRepairBufs = 0
clkSinkCount = 4096
cts_inserted_buffers = 403
cts_resized = 0
path_clk_slew_ns = 0.06
ctsHoldBuffers = 0

[run]
cap_viol_max_count = 0
warnings = 51

[place]
place.gp.congestion = 0.927
dp_hpwl_um = 316000
io_buffers = 106

[hold_path]
hold_class = in2reg

[detailed_routing]
post_drt_wl_per_cell_um = 34.1
drt_iter0_markers = 6590
drc = 0
drtAntennaViolNets = 0
drtPass1Iterations = 6
viasPerCell = 5.59
routed_wirelength_um = 555000
via_count = 91000
## layout make-up
class                      instances  area (um^2)  area share (%)
antenna                           38         95.1          0.0521
clock buffer                     468        10500            5.77
clock inverter                   259         2700            1.48
inverter                           5         47.5          0.0260
multi-input combinational       3885        32700            17.9
sequential                      4096       123000            67.4
tap                             6942         8690            4.76
timing repair buffer             595         4780            2.62
## power breakdown
part	switching (mW)	internal (mW)	leakage, nW
Sequential	0.00178	2.38	36.8
Clock	0.807	1.11	6.43
Combinational	0.208	0.0738	13.1
Total	1.02	3.56	56.4
## worst paths after layout
kind / start / cells past startpoint / slack, ns / to
setup / recovery: i_addr[0] / 12 / 41.27 / o_rData[31]
hold / removal: i_wData[29] / 1 / 15.19 / Dmem[30][29]
## kinds of logic (layout without fill, tap and decap cells)
logic type | Yosys count | in the layout | share of synthesized area [%]
buf+inv | 623 | 1327 | 1.86
flops | 4096 | 4096 | 78.1
mux | 934 | 934 | 8.08
simple gates | 935 | 935 | 2.46
other cells | 0 | 38 | 0
compound gates | 2016 | 2016 | 9.50
## layer usage
metal  wire, um  part of all wire [%]  GRT usage (%)  up-vias
li1           -                     -              -    36600
met1     147000                    26           18.7    44300
met2     244000                    44           31.4     8401
met4      35200                   6.3           10.9      133
met5       4000                  0.72           5.66        -
met3     125000                    23           23.0     1549
## per-stage QoR
| stage | area (um^2) | power [mW] | cells | setup WS, ns | utilization [%] |
|---|---|---|---|---|---|
| finish | 183000 | 4.58 | 16300 | 41.27 | 35.0 |
| global route | 183000 | 4.68 | 16300 | 41.17 | 35.0 |
| CTS | 182000 | 4.58 | 16300 | 41.55 | 35.0 |
| detailed placement | 169000 | 2.70 | 15500 | 41.57 | 32.4 |
| global placement | 169000 | 2.69 | 15500 | 41.64 | 32.4 |
| floorplan | 157000 | 2.54 | 8604 | 45.85 | - |
## Yosys cell counts (21+ instances only)
cell,number
o21ai_0,314
mux2i_1,401
edfxtp_1,4096
mux2_2,293
a211oi_1,32
a221oi_1,591
buf_2,225
nor2_1,432
o22ai_1,64
a22o_1,48
a221o_1,91
a21oi_1,294
clkbuf_1,244
o221a_2,21
a31oi_1,50
nor3_1,36
nand2_1,340
a22oi_1,199
buf_1,72
nand3_1,33
o211ai_1,41
o2bb2ai_1,40
mux4_2,239
o221ai_1,67
buf_4,71
## cells in the final DEF (no fill, tap or decap), types with 49 or more instances in the layout
| cell | count |
|---|---|
| clkbuf_16 | 413 |
| clkinv_2 | 72 |
| mux2i_1 | 401 |
| a221o_1 | 91 |
| bufinv_16 | 51 |
| o221ai_1 | 67 |
| mux2_2 | 293 |
| edfxtp_1 | 4096 |
| mux4_2 | 239 |
| a21oi_1 | 294 |
| buf_4 | 513 |
| clkbuf_1 | 55 |
| clkdlybuf4s50_1 | 67 |
| o21ai_0 | 313 |
| nor2_4 | 125 |
| a22oi_1 | 199 |
| a31oi_1 | 49 |
| o22ai_1 | 63 |
| clkinv_1 | 83 |
| nand2_1 | 332 |
| a221oi_1 | 591 |
| nor2_1 | 303 |
## critical path: cells and delay by family
family	cells	cell delay [ns]
buffers and inverters	6	3.30
and+or+nand+nor	2	1.72
muxes	2	0.72
AOI/OAI and AO/OA	2	0.59
Power figures rest on the tool's default switching activity, not on a simulated workload.
