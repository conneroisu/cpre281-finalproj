[./run.sh]
#!/bin/bash
# OpenROAD 26Q1-2900-gdf79404cd8, Yosys 0.63+post, stock flow scripts
make -C /OpenROAD-flow-scripts/flow DESIGN_CONFIG=/design/flow/config.mk WORK_HOME=/design/flow/orfs finish
[./config.mk]
export PLATFORM = sky130hd
export DESIGN_NAME = ControlUnit
export DESIGN_NICKNAME = ControlUnit
export VERILOG_FILES = /design/flow/design.v
export SDC_FILE = /design/flow/constraint.sdc
export NUM_CORES = 4
export LEC_CHECK = 1
export CORE_AREA = 10 10 70 70
export DIE_AREA = 0 0 80 80
[./constraint.sdc]
current_design ControlUnit

set clk_period 2.6
set clk_io_pct 0.2

create_clock -name clk0 -period $clk_period

set non_clock_inputs [all_inputs -no_clocks]
set_input_delay [expr $clk_period * $clk_io_pct] -clock clk0 $non_clock_inputs
set_output_delay [expr $clk_period * $clk_io_pct] -clock clk0 [all_outputs]
[./design.v]
`timescale 1ns / 1ps
module ControlUnit (
    input [31:0] i_instruction,
    output reg o_RegDst,
    output reg o_Jump,
    output reg o_Branch,
    output reg o_Bne,
    output reg o_MemRead,
    output reg o_MemtoReg,
    output reg [1:0] o_ALUOp,
    output reg o_MemWrite,
    output reg o_ALUSrc,
    output reg o_RegWrite,
    output reg [6:0] o_seg_first,
    output reg [6:0] o_seg_second,
    output reg [6:0] o_seg_third,
    output reg [6:0] o_seg_fourth,
    output reg [6:0] o_seg_fifth
);
  initial begin
    o_RegDst = 0;
    o_Jump = 0;
    o_Branch = 0;
    o_MemRead = 0;
    o_MemtoReg = 0;
    o_ALUOp = 2'b00;
    o_MemWrite = 0;
    o_ALUSrc = 0;
    o_RegWrite = 0;
    o_seg_first = 7'b1111111;   
    o_seg_second = 7'b1111111;   
    o_seg_third = 7'b1111111;   
    o_seg_fourth = 7'b1111111;   
    o_seg_fifth = 7'b1111111;   
  end
  always @(i_instruction) begin
    case (i_instruction[31:26])
      6'b000000: begin   
        o_RegDst = 1;
        o_ALUSrc = 0;
        o_MemtoReg = 0;
        o_RegWrite = 1;
        o_MemRead = 0;
        o_MemWrite = 0;
        o_Branch = 0;
        o_Bne = 0;
        o_ALUOp = 2'b10;
        o_Jump = 0;
        o_seg_first =  7'b0001000;   
        o_seg_second = 7'b1111010;   
        o_seg_third =  7'b1111001;   
        o_seg_fourth = 7'b0001111;   
        o_seg_fifth =  7'b0001001;   
      end
      6'b001000: begin   
        o_RegDst = 0;
        o_ALUSrc = 1;
        o_MemtoReg = 0;
        o_RegWrite = 1;
        o_MemRead = 0;
        o_MemWrite = 0;
        o_Branch = 0;
        o_Bne = 0;
        o_ALUOp = 2'b00;
        o_Jump = 0;
        o_seg_first = 7'b0001000;   
        o_seg_second = 7'b1000010;   
        o_seg_third = 7'b1000010;   
        o_seg_fourth = 7'b1001111;   
        o_seg_fifth = 7'b1111111;   
      end
      6'b001100: begin   
        o_RegDst = 0;
        o_ALUSrc = 1;
        o_MemtoReg = 0;
        o_RegWrite = 1;
        o_MemRead = 0;
        o_MemWrite = 0;
        o_Branch = 0;
        o_Bne = 0;
        o_ALUOp = 2'b11;
        o_Jump = 0;
        o_seg_first = 7'b0001000;   
        o_seg_second = 7'b0101011;   
        o_seg_third = 7'b1000010;   
        o_seg_fourth = 7'b1001111;   
        o_seg_fifth = 7'b1111111;   
      end
      6'b100011: begin   
        o_RegDst = 0;
        o_ALUSrc = 1;
        o_MemtoReg = 1;
        o_RegWrite = 1;
        o_MemRead = 1;
        o_MemWrite = 0;
        o_Branch = 0;
        o_Bne = 0;
        o_ALUOp = 2'b00;
        o_Jump = 0;
        o_seg_first = 7'b1000111;   
        o_seg_second = 7'b1001001;   
        o_seg_third = 7'b1111111;   
        o_seg_fourth = 7'b1111111;   
        o_seg_fifth = 7'b1111111;   
      end
      6'b101011: begin   
        o_RegDst = 0;   
        o_ALUSrc = 1;
        o_MemtoReg = 0;   
        o_RegWrite = 0;
        o_MemRead = 0;
        o_MemWrite = 1;
        o_Branch = 0;
        o_Bne = 0;
        o_ALUOp = 2'b00;
        o_Jump = 0;
        o_seg_first = 7'b0010010;   
        o_seg_second = 7'b1001001;   
        o_seg_third = 7'b1111111;   
        o_seg_fourth = 7'b1111111;   
        o_seg_fifth = 7'b1111111;   
      end
      6'b000100: begin   
        o_RegDst = 0;   
        o_ALUSrc = 0;
        o_MemtoReg = 0;   
        o_RegWrite = 0;
        o_MemRead = 0;
        o_MemWrite = 0;
        o_Branch = 1;
        o_Bne = 0;
        o_ALUOp = 2'b01;
        o_Jump = 0;
        o_seg_first = 7'b1100000;   
        o_seg_second = 7'b0110000;   
        o_seg_third = 7'b0001100;   
        o_seg_fourth = 7'b1111111;   
        o_seg_fifth = 7'b1111111;   
      end
      6'b000101: begin   
        o_RegDst = 0;   
        o_ALUSrc = 0;
        o_MemtoReg = 0;   
        o_RegWrite = 0;
        o_MemRead = 0;
        o_MemWrite = 0;
        o_Branch = 1;
        o_Bne = 1;
        o_ALUOp = 2'b01;
        o_Jump = 0;
        o_seg_first = 7'b1100000;   
        o_seg_second = 7'b0101011;   
        o_seg_third = 7'b0110000;   
        o_seg_fourth = 7'b1111111;   
        o_seg_fifth = 7'b1111111;   
      end
      6'b000010: begin   
        o_RegDst = 0;   
        o_ALUSrc = 0;
        o_MemtoReg = 0;   
        o_RegWrite = 0;
        o_MemRead = 0;
        o_MemWrite = 0;
        o_Branch = 0;
        o_Bne = 0;
        o_ALUOp = 2'b01;
        o_Jump = 1;
        o_seg_first = 7'b1100001;   
        o_seg_second = 7'b1111111;   
        o_seg_third = 7'b1111111;   
        o_seg_fourth = 7'b1111111;   
        o_seg_fifth = 7'b1111111;   
      end
      default: begin
        o_RegDst = 0;   
        o_ALUSrc = 0;
        o_MemtoReg = 0;   
        o_RegWrite = 0;
        o_MemRead = 0;
        o_MemWrite = 0;
        o_Branch = 0;
        o_Bne = 0;
        o_ALUOp = 2'b00;
        o_Jump = 0;
        o_seg_first = 7'b1111111;   
        o_seg_second = 7'b1111111;   
        o_seg_third = 7'b1111111;   
        o_seg_fourth = 7'b1111111;   
        o_seg_fifth = 7'b1111111;   
      end
    endcase
  end
endmodule
==> impl_metrics.env <==
# physical design summary
export IMPL_outcome="completed"
export IMPL_worst_ep_required_time_ns=2.08
export IMPL_fin_cells=205
export IMPL_portBuffers=46
export IMPL_area_of_the_synthesized_netlist_per_yosys_stat_um2=553.0
export IMPL_vdd_drop_max_mv=0.02379
export IMPL_timing_hold_worst_path_depth=4
export IMPL_holdPathEnd="o_seg_second[5]"
export IMPL_initial_detailed_routing_violation_count=35
export IMPL_ioPinCount=78
export IMPL_drv_slew=0
export IMPL_cp_data_arrival_time_ns=2.05
export IMPL_grt_antenna_before_repair=0
export IMPL_highest_signal_layer="met3"
export IMPL_vertical_die_dimension_um=80
export IMPL_ys_warnings_count=1
export IMPL_cts_hold_buffers_added=0
export IMPL_met2RoutedLength_um=1230
export IMPL_startpoint_type="primary input"
export IMPL_place_gp_congestion=0.8325
export IMPL_netlist_instances=92
export IMPL_met1Wirelength_um=1025
export IMPL_die_area_um2=6400
export IMPL_grt_remaining_overflow=0
export IMPL_post_route_ant_nets=0
export IMPL_total_leakage_power_nw=0.5671
export IMPL_layout_top_cells="clkdlybuf4s50_1, buf_4, nand2_1, nor2_1, conb_1"
export IMPL_maxClockFrequency_ghz=0.3891
export IMPL_fin_crit_ns=2.570
export IMPL_warnings=59
export IMPL_yosys_cells=92
export IMPL_endpoint_kind="primary output"
export IMPL_final_setup_tns_ns=0
export IMPL_drt_pass1_iter_count=4
export IMPL_met3RoutedLength_um=307
export IMPL_fp_coreArea_um2=3416
export IMPL_vias_per_cell=4.063
export IMPL_die_x_um=80
export IMPL_drive_gt1_frac=0.3270
export IMPL_drt_wirelength_per_cell_um=12.50
export IMPL_post_synth_num_cell_types=32
export IMPL_finalWirelength_um=2563
export IMPL_cellPowerDensity_nw_per_um2=105.5
export IMPL_n_clock_buffer=0
export IMPL_crit_path_max_fanout=6
export IMPL_yosysSeqAreaShare=0
export IMPL_finalHoldViolations=0
export IMPL_seq_cell_count=0
export IMPL_area_growth_syn_to_layout_pct=132.6
export IMPL_grt_max_degree=9
export IMPL_drc_errors=0
export IMPL_track_usage=0.07573
export IMPL_max_cap_violations=0
export IMPL_dpl_cell_count=196
export IMPL_num_rows=21
export IMPL_post_dp_hpwl_um=1942
export IMPL_lay_top_count="clkdlybuf4s50_1"
export IMPL_final_util=0.3766
export IMPL_critical_path_class="in2out"
export IMPL_route_antenna_diode_count=0
export IMPL_min_path_type="in2out"
export IMPL_routed_via_count=833
export IMPL_sequential_cell_area_um2=0
export IMPL_fp_util=0.1619
export IMPL_rsz_0062_raised_after_global_routing="yes"
export IMPL_final_period_util=0.9884
export IMPL_hp_start="i_instruction[28]"
export IMPL_post_synthesis_cell_area_um2=553.0
export IMPL_setup_violations_final=0
export IMPL_synthesis_area_per_instance_um2=6.011
export IMPL_grt_first_pass_wirelength_um=4174
export IMPL_grt_pass1_vias=864
## worst max-delay path by stage
stage	slack, ns	start	endpoint
4_1_cts	0.006	i_instruction[29]	o_seg_second[4]
6_report	0.03	i_instruction[31]	o_seg_first[6]
5_1_grt	-0.01	i_instruction[26]	o_MemtoReg
## Yosys cell counts (2+ instances only)
master	count	area, µm²
buf_4	15	112.6
nor2_1	10	37.54
nand2_1	9	33.78
o21ai_0	8	40.04
buf_2	4	20.02
nand3_1	4	20.02
nor2b_1	4	25.02
nor3_1	4	20.02
a21o_1	3	22.52
and3_1	3	18.77
inv_1	3	11.26
nand2b_1	3	18.77
and2_1	2	12.51
clkbuf_1	2	7.510
## cell type report
class,count,area (µm²)
timing repair buffer,83,738.2
multi-input combinational,73,479.2
fill,351,2130
tap,46,57.56
inverter,3,11.26
## metal layers
layer  vias up  track usage
met3         0      0.02841
met5         -            0
met4         0            0
li1        434            -
met2        27       0.1348
met1       372      0.08899
## critical path, cell delays in order
cell             delay, ns
dlygate4sd2_1         0.26
buf_6                 0.14
or4_4                 0.53
a21o_1                0.20
clkdlybuf4s50_1       0.40
## per-stage QoR
| step | hold WS (ns) | power (mW) | setup slack (ns) | instance area (µm²) |
|---|---|---|---|---|
| 3_3_place_gp | 2.084 | 0.1160 | -0.2770 | 1160 |
| 5_1_grt | 1.564 | 0.1502 | -0.01344 | 1286 |
| 4_1_cts | 1.816 | 0.1280 | 0.005965 | 1237 |
| 2_1_floorplan | 1.075 | 0.04957 | 0.6280 | 571.8 |
| 6_report | 1.522 | 0.1356 | 0.03012 | 1286 |
| 3_5_place_dp | 2.085 | 0.1170 | -0.2541 | 1160 |
## timing repair
| item | in CTS | in global routing |
|---|---|---|
| setup endpoints to repair | 35 | 24 |
| pin swaps | 3 | 5 |
| resized | 15 | 19 |
| cloned | 2 | 0 |
| buffers inserted | 6 | 1 |
## report_power, final
group          total (mW)  internal (mW)  leakage, nW  switching, mW
Sequential              0              0            0              0
Clock                   0              0            0              0
Combinational       0.136         0.0794        0.567         0.0562
Total               0.136         0.0794        0.567         0.0562
## cell families (layout without fill, tap and decap cells)
group | Yosys count | after routing | synth area share
XOR/XNOR | 1 | 1 | 0.01584
buffers and inverters | 24 | 86 | 0.2738
AND-OR/OR-AND | 18 | 18 | 0.2036
AND/OR/NAND/NOR | 48 | 48 | 0.5000
other | 1 | 6 | 0.006781
No activity file was given, so power comes from the tool's default toggle rates.
