===== config.mk =====
export PLATFORM = sky130hd
export DESIGN_NAME = ALU
export DESIGN_NICKNAME = ALU
export VERILOG_FILES = /design/flow/design.v
export SDC_FILE = /design/flow/constraint.sdc
export NUM_CORES = 4
export LEC_CHECK = 1
export CORE_UTILIZATION = 30

===== constraint.sdc =====
current_design ALU

set clk_period 13.7
set clk_io_pct 0.2

create_clock -name clk0 -period $clk_period

set non_clock_inputs [all_inputs -no_clocks]
set_input_delay [expr $clk_period * $clk_io_pct] -clock clk0 $non_clock_inputs
set_output_delay [expr $clk_period * $clk_io_pct] -clock clk0 [all_outputs]

===== design.v =====
`timescale 1ns / 1ps
module ALU (
    input      [31:0] i_data1,         
    input      [31:0] i_read2,         
    input      [31:0] i_Instruction,   
    input             i_ALUSrc,
    input      [ 3:0] i_ALUcontrol,
    output reg        o_Zero,
    output reg [31:0] o_ALUresult
);
  reg [31:0] data2;
  always @(i_ALUSrc, i_read2, i_Instruction) begin
    if (i_ALUSrc == 0) begin
      data2 = i_read2;
    end else begin
      if (i_Instruction[15] == 1'b0) begin
        data2 = {16'b0, i_Instruction[15:0]};
      end else begin
        data2 = {{16{1'b1}}, i_Instruction[15:0]};
      end
    end
  end
  always @(i_data1, data2, i_ALUcontrol) begin
    case (i_ALUcontrol)
      4'b0000:   
      o_ALUresult = i_data1 & data2;
      4'b0001:   
      o_ALUresult = i_data1 | data2;
      4'b0010:   
      o_ALUresult = i_data1 + data2;
      4'b0110:   
      o_ALUresult = i_data1 - data2;
      4'b0111:   
      o_ALUresult = (i_data1 < data2) ? 1 : 0;
      4'b1100:   
      o_ALUresult = i_data1 | ~data2;
      default: ;
    endcase
    if (o_ALUresult == 0) begin
      o_Zero = 1;
    end else begin
      o_Zero = 0;
    end
  end
endmodule

===== run.sh =====
#!/bin/bash
# OpenROAD 26Q1-2900-gdf79404cd8, Yosys 0.63+post, stock flow scripts
make -C /OpenROAD-flow-scripts/flow DESIGN_CONFIG=/design/flow/config.mk WORK_HOME=/design/flow/orfs finish

==> impl_metrics.py <==
# Generated from Yosys and OpenROAD reports
metrics = {
    "route": {
        "number_of_vias_after_detailed_routing": 6867,
        "antenna_violating_nets_post_route": 0,
        "firstDrtPassIters": 5,
        "drt_wl_total_um": 23600,
        "antennaDiodeCount": 0,
        "wire_per_inst_um": 19.1,
        "remaining_drc_errors": 0,
        "route.detailed.vias_per_inst": 5.56,
        "drt_first_iter_violations": 488,
    },
    "sta": {
        "drv_slew": 0,
        "finalSetupTns_ns": 0,
        "hold_ws_ns": 6.75,
        "layout_setup_ws_ns": 1.73,
        "slew_headroom_pct": 37.7,
        "setup-violations-final": 0,
        "post-route-min-period_ns": 11.97,
        "number_of_unconstrained_endpoints": 64,
        "min_period_over_period_pct": 87.3,
        "finalHoldViolCount": 0,
        "timing.fmax_ghz": 0.0836,
        "grt_setup_unrepaired": "false",
        "unclocked_regs": 32,
        "timing_worst_slew_pin_value_ns": 0.912,
    },
    "floorplan": {
        "initial_utilization_pct": 31.1,
        "die_w_um": 145,
        "design.core.area_mm2": 0.0197,
        "placement_rows": 51,
        "die_h_um": 145,
        "floorplan.die_area_mm2": 0.0210,
        "pin_count": 134,
    },
    "yosys": {
        "ys.flops": 32,
        "synthAdderAreaFrac_pct": 15.3,
        "post_synth_and_or_nand_nor_area_fraction_pct": 23.1,
        "synth_top_cell_by_count": "sky130_fd_sc_hd__nor2_1",
        "post_synth.cell_area_avg_um2": 6.91,
        "postSynth.asyncResetShare_pct": 0,
        "synth-edff-count": 0,
        "yosysCellCount": 887,
        "syn_inst": 887,
        "post-synth-top-area-fraction_pct": 14.7,
        "yosys_warnings": 1,
        "netlist_area_mm2": 0.00613,
        "synth-main-ff-cell": "sky130_fd_sc_hd__dlxtn_1",
        "mux_share_pct": 4.29,
        "synth_cell_count_leaders": "sky130_fd_sc_hd__nor2_1, sky130_fd_sc_hd__a21oi_1, sky130_fd_sc_hd__ha_1",
        "synthXorXnorAreaFrac_pct": 6.14,
        "synth.distinct_cells": 92,
        "area_leaders": "sky130_fd_sc_hd__ha_1, sky130_fd_sc_hd__dlxtn_1, sky130_fd_sc_hd__a21oi_1",
        "compound_area_share_pct": 34.0,
        "synth-area-yosys_mm2": 0.00613,
        "logic_family_by_area": "AND-OR/OR-AND gates",
        "synth_top_cell_by_area": "sky130_fd_sc_hd__ha_1",
    },
    "global_routing": {
        "antenna_found_initial": 0,
        "grt_remaining_overflow": 0,
        "first_pass_grt_wire_length_um": 36700,
        "via_count_of_the_first_global_routing_pass": 6483,
        "total_global_routing_track_utilization_pct": 22.3,
        "largest_net_degree_at_the_start_of_global_routing": 40,
    },
    "clocking": {
        "cts_post_setup_buffers_inserted": 0,
        "cts_hold_buf": 0,
        "ctsResizeCount": 0,
    },
    "place": {
        "post-place-cells": 1235,
        "placed_instance_area_mm2": 0.00745,
        "pre_cts_slack_ns": 1.83,
        "io_buffers": 118,
        "gp_congestion": 0.960,
        "detailed_place_hpwl_um": 18700,
    },
    "layout": {
        "syn_to_final_growth_pct": 21.6,
        "largest_reg_flops": 32,
        "instances_no_fill": 1235,
        "drive_above_1_share_pct": 5.46,
        "num-fill-cells": 2088,
        "regArea_um2": 480,
        "final-comb-area_mm2": 0.00509,
        "final_cell_area_mm2": 0.00745,
    },
    "pwr": {
        "power.leakage_nw": 3.00,
        "power_density_mw_per_mm2": 47.4,
        "power.ir.vdd_worst_uv": 15.9,
    },
    "worst_setup_path": {
        "cp_data_arrival_time_ns": 9.23,
        "worst-endpoint-required_ns": 10.96,
        "end_kind": "output port",
        "critical_path.startpoint_type": "primary input",
        "largest_fanout_of_any_net_on_the_critical_path": 21,
        "critical_path_class": "primary input to output port",
        "worst_setup_path_startpoint": "i_ALUSrc",
    },
    "run": {
        "max_cap_viol_count": 0,
        "stage_log_warnings": 87,
    },
    "run_status": {
        "status": "complete, no violations",
    },
    "worst_hold_path": {
        "min_from": "i_data1[30]",
        "holdCritPathClass": "primary input to output port",
    },
}
[cells by family (layout without fill, tap and decap cells)]
logic type	count (synthesis)	count (layout)
AND-OR/OR-AND	311	311
latches	32	32
buffers and inverters	117	200
adder cells (fa/ha/maj)	74	74
AND/OR/NAND/NOR	284	284
multiplexers	26	26
XOR/XNOR	43	43
[metrics by stage]
stage | util [%] | power (W)
global placement | 37.8 | 0.000348
floorplan | - | 0.000235
detailed placement | 37.8 | 0.000347
finish | 37.8 | 0.000354
CTS | 37.8 | 0.000350
global route | 37.8 | 0.000386
[where the power goes]
group	leakage [nW]	internal, W	total [W]	switching (W)
combinational	2.74	0.000137	0.000334	0.000196
clock	0	0	0	0
sequential	0.255	0.0000178	0.0000200	0.00000223
total	3.00	0.000155	0.000354	0.000198
[cell type report]
cell class,instances,share of cell area [%]
inverter,66,3.32
multi-input combinational,738,68.3
sequential,32,6.45
tap,265,4.45
timing repair buffer,134,17.5
[cell usage in the layout, fill, tap and decap left out, types with 7 or more instances in the layout]
| master | netlist | routed |
|---|---|---|
| sky130_fd_sc_hd__clkdlybuf4s50_1 | 0 | 118 |
| sky130_fd_sc_hd__nand2_1 | 55 | 55 |
| sky130_fd_sc_hd__o221ai_1 | 7 | 7 |
| sky130_fd_sc_hd__nand4_1 | 10 | 10 |
| sky130_fd_sc_hd__o31ai_1 | 11 | 11 |
| sky130_fd_sc_hd__or3_1 | 13 | 13 |
| sky130_fd_sc_hd__a21oi_1 | 90 | 90 |
| sky130_fd_sc_hd__xnor2_1 | 39 | 39 |
| sky130_fd_sc_hd__inv_1 | 66 | 66 |
| sky130_fd_sc_hd__nand3_1 | 25 | 25 |
| sky130_fd_sc_hd__nor2_1 | 97 | 97 |
| sky130_fd_sc_hd__o21ai_0 | 68 | 68 |
| sky130_fd_sc_hd__nor2b_1 | 10 | 10 |
| sky130_fd_sc_hd__o211ai_1 | 15 | 15 |
| sky130_fd_sc_hd__buf_4 | 4 | 16 |
| sky130_fd_sc_hd__nor3_1 | 21 | 20 |
| sky130_fd_sc_hd__nand2b_1 | 7 | 7 |
| sky130_fd_sc_hd__a211oi_1 | 15 | 15 |
| sky130_fd_sc_hd__mux2i_1 | 24 | 24 |
| sky130_fd_sc_hd__dlxtn_1 | 32 | 32 |
| sky130_fd_sc_hd__ha_1 | 72 | 72 |
| sky130_fd_sc_hd__a31oi_1 | 13 | 13 |
| sky130_fd_sc_hd__o21a_1 | 7 | 7 |
[layer usage]
layer  GRT usage (%)  up-vias  part of all wire, %
li1                -     3420                    -
met1            34.7     3164                   49
met2            34.3      258                   43
met3            1.09       25                  5.8
met4            4.15        0                  2.1
met5               0        -                    0
[worst max-delay path, stage by stage]
cell                              delay, ns
sky130_fd_sc_hd__clkdlybuf4s50_1       0.45
sky130_fd_sc_hd__buf_4                 0.40
sky130_fd_sc_hd__and2_1                0.62
sky130_fd_sc_hd__a21oi_2               0.11
sky130_fd_sc_hd__ha_1                  0.61
sky130_fd_sc_hd__nor2b_1               0.12
sky130_fd_sc_hd__o211ai_1              0.29
sky130_fd_sc_hd__a21oi_1               0.11
sky130_fd_sc_hd__a2111oi_0             0.79
sky130_fd_sc_hd__a21oi_1               0.21
sky130_fd_sc_hd__a21o_1                0.21
sky130_fd_sc_hd__a22o_2                0.28
sky130_fd_sc_hd__or4_1                 0.55
sky130_fd_sc_hd__or4_1                 0.56
sky130_fd_sc_hd__or4_1                 0.51
sky130_fd_sc_hd__nor3b_2               0.16
sky130_fd_sc_hd__clkdlybuf4s50_1       0.47
[final timing paths]
path                  endpoint  slack (ns)  cells after the start
worst min-delay path    o_Zero        6.75                      6
worst max-delay path    o_Zero        1.73                     17
Power and IR drop assume default switching activity.
