===== design.v =====
`timescale 1ns / 1ps
module ProgramCounter (
    input i_Clk,
    input [31:0] i_Next,   
    output reg [31:0] o_Out   
);
  initial begin
    o_Out = -4;
  end
  always @(posedge i_Clk) begin
    o_Out = i_Next;
  end
endmodule

===== config.mk =====
export PLATFORM = sky130hd
export DESIGN_NAME = ProgramCounter
export DESIGN_NICKNAME = ProgramCounter
export VERILOG_FILES = /design/flow/design.v
export SDC_FILE = /design/flow/constraint.sdc
export NUM_CORES = 4
export LEC_CHECK = 1
export CORE_AREA = 10 10 72 72
export DIE_AREA = 0 0 82 82

===== run.sh =====
#!/bin/bash
# OpenROAD 26Q1-2900-gdf79404cd8, Yosys 0.63+post, stock flow scripts
make -C /OpenROAD-flow-scripts/flow DESIGN_CONFIG=/design/flow/config.mk WORK_HOME=/design/flow/orfs finish

===== constraint.sdc =====
current_design ProgramCounter

set clk_period 1.0
set clk_io_pct 0.2

create_clock -name clk0 -period $clk_period [get_ports {i_Clk}]

set non_clock_inputs [all_inputs -no_clocks]
set_input_delay [expr $clk_period * $clk_io_pct] -clock clk0 $non_clock_inputs
set_output_delay [expr $clk_period * $clk_io_pct] -clock clk0 [all_outputs]

==> Flow_metrics.wiki <==
== Flow metrics ==
{| class="wikitable"
! Metric !! Value
|-
| Run status || complete, no violations
|-
| CTS Buf Count || 5
|-
| Worst hold stages || 1
|-
| Cell Pwr Density || 1730 nW/µm²
|-
| Pre-placement core utilization || 0.174
|-
| Max H-tree Level || 2
|-
| Clock net sink count || 32
|-
| Setup slack of the critical path after layout || 0.0466 ns
|-
| Total negative setup slack || 0 ns
|-
| Number of placement rows || 22
|-
| Chip area || 6720 µm²
|-
| Met2 track demand over resource in global routing || 0.0799
|-
| Sequential-to-total area share from yosys stat || 1.00
|-
| Number of optimization iterations in the first detailed-route pass || 2
|-
| Post-synthesis cell type count || 1
|-
| Total wire length || 1930 µm
|-
| Initial antenna violation count || 0
|-
| Worst-path clk slew || 0.06 ns
|-
| Routed wire per std cell || 12.9 µm
|-
| CP endpoint kind || output port
|-
| Total buffers and inverters traversed by the critical path || 1
|-
| Critical path startpoint category || flip-flop
|-
| Hold WC Path Type || in -> reg
|-
| Crit-path cells || clkdlybuf4s15_1
|-
| Slew of the pin with the lowest slew margin || 0.0598 ns
|-
| Yosys reg bits || 32
|-
| Achievable frequency || 1050 MHz
|-
| Most Used Layer, Global Route || met2
|-
| Pin count of the biggest net entering global routing || 9
|-
| Dominant delay contributor by cell family on the critical path || flip-flops
|-
| Total count of max-transition violations in the final report || 0
|-
| Wire length of the first global-routing pass || 2770 µm
|-
| Leakage || 0.574 nW
|-
| Top cells by area in the synthesized netlist || sky130_fd_sc_hd__dfxtp_1 (100%)
|-
| Worst setup slack before clock tree synthesis || 0.0297 ns
|-
| Clock tree from TritonCTS || yes
|-
| Rel. slew slack || 0.960
|-
| Worst Path Required || 0.80 ns
|-
| Core Box Area || 3690 µm²
|-
| Yosys warning tally || 1
|-
| Slowest cell delay on critical path || 0.32 ns
|-
| Via Count || 497
|-
| Dominant cell type by area after synthesis || sky130_fd_sc_hd__dfxtp_1
|-
| Gate Count Post-Synth || 32
|-
| Die width || 82 µm
|-
| Final routed DRC violation total || 0
|-
| Clock root buffer master || sky130_fd_sc_hd__clkbuf_8
|-
| Setup repair after global routing missed its margin || false
|-
| Count of cell instances traversed by the critical path || 1
|-
| Cell with the largest stage delay on the worst path || sky130_fd_sc_hd__dfxtp_2
|-
| Number of flip-flops under the largest register name || 32
|-
| Antenna diode count || 0
|-
| Count of tool warnings || 25
|-
| Area share, top type || 1.00
|-
| Cell Area, Synth || 641 µm²
|-
| Clock Tree Buf Depth || 2
|-
| Critical Setup Path Class || reg -> out
|-
| Signed area change from the synthesized netlist to the final layout || 116%
|-
| Synth Area per Inst || 20.0 µm²
|-
| Most used logic cell in the final layout || sky130_fd_sc_hd__clkdlybuf4s50_1
|-
| Max IR drop VDD || 656 µV
|-
| Top-level I/O count || 65
|-
| Cell count listed in synth_stat.txt || 32
|-
| GRT met3 Usage || 0.0595
|-
| Data arrival, critical path || 0.75 ns
|-
| Vias in the first global route || 548
|-
| Reported max-cap violation count || 0
|-
| Met1 track demand over resource in global routing || 0.0549
|-
| Antenna viol nets, final || 0
|-
| Largest fanout of any net on the critical path || 1
|-
| Height of the die || 82 µm
|-
| Hold violation total from the final report || 0
|-
| Period Utilization, post-route || 0.953
|-
| Violation count after the first detailed-route iteration || 4
|-
| Shortest clock period the worst path allows after layout || 0.953 ns
|-
| GP Congestion || 0.763
|-
| Chip Area, Yosys || 641 µm²
|-
| Average via count per standard cell || 3.34
|-
| Post-CTS setup repair buffer count || 0
|-
| Setup violation total in the final timing report || 0
|-
| Fraction of final layout cells with drive strength greater than 1 || 0.168
|-
| Overall routing resource usage || 0.0555
|-
| Number of multi-input logic gates || 0
|-
| Commonest cells after routing, fill and taps aside || sky130_fd_sc_hd__clkdlybuf4s50_1 (32), sky130_fd_sc_hd__dfxtp_1 (27), sky130_fd_sc_hd__clkdlybuf4s15_1 (25), sky130_fd_sc_hd__clkbuf_2 (7)
|-
| Total overflow reported by the global router || 0
|-
| Port bufs || 64
|-
| Area of combinational cells with multiple inputs || 0 µm²
|-
| Worst Hold Slack || 0.365 ns
|}
-- metrics by stage --
| stage | cells | instance area [µm²] | power, mW | util |
|---|---|---|---|---|
| floorplan | 32 | 641 | 1.37 | - |
| global placement | 144 | 1340 | 1.63 | 0.364 |
| detailed placement | 144 | 1340 | 1.63 | 0.364 |
| CTS | 149 | 1410 | 2.45 | 0.383 |
| global route | 149 | 1380 | 2.54 | 0.374 |
| finish | 149 | 1380 | 2.39 | 0.374 |
-- logic make-up (layout without fill, tap and decap cells) --
family / Yosys count / after routing / synth area share
buffers and inverters: 0 / 69 / 0
flip-flops: 32 / 32 / 1.00
-- cell usage after synthesis --
cell,n
sky130_fd_sc_hd__dfxtp_1,32
-- power breakdown --
part | total [mW] | switching (mW) | internal (mW)
Sequential | 1.36 | 0.0157 | 1.35
Combinational | 0.200 | 0.0248 | 0.175
Clock | 0.825 | 0.378 | 0.446
-- worst paths after layout --
| path | startpoint | to | slack, ns |
|---|---|---|---|
| worst max-delay path | o_Out[30] | o_Out[30] | 0.05 |
| worst min-delay path | i_Next[21] | o_Out[21] | 0.36 |
-- what timing repair did --
| action | in CTS | in global routing |
|---|---|---|
| resized | 65 | 11 |
| setup endpoints to repair | 32 | 10 |
| hold buffers | 0 | 0 |
-- layer usage --
layer | vias to the layer above | part of all wire
met5 | - | 0
met4 | 0 | 0.010
met3 | 5 | 0.22
met2 | 43 | 0.45
met1 | 214 | 0.33
li1 | 235 | -
-- area by class of cell --
class                   instances  area (µm²)
repair buffers                 64         606
fillers                       366        2310
clock buffers                   5        68.8
flip-flops and latches         32         647
well taps                      48        60.1
Power and IR drop assume default switching activity.
